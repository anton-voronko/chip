**flow/run.sh**
```bash
#!/bin/bash
# OpenROAD 26Q1-2900-gdf79404cd8, Yosys 0.63+post, stock flow scripts
make -C /OpenROAD-flow-scripts/flow DESIGN_CONFIG=/design/flow/config.mk WORK_HOME=/design/flow/orfs finish
```
**flow/config.mk**
```make
export PLATFORM = sky130hd
export DESIGN_NAME = shifter
export DESIGN_NICKNAME = shifter
export VERILOG_FILES = /design/flow/design.v
export SDC_FILE = /design/flow/constraint.sdc
export NUM_CORES = 4
export LEC_CHECK = 1
export CORE_AREA = 10 10 109 109
export DIE_AREA = 0 0 119 119
```
**flow/constraint.sdc**
```tcl
current_design shifter

set clk_period 2.7
set clk_io_pct 0.2

create_clock -name clk0 -period $clk_period [get_ports {clk_i}]

set non_clock_inputs [all_inputs -no_clocks]
set_input_delay [expr $clk_period * $clk_io_pct] -clock clk0 $non_clock_inputs
set_output_delay [expr $clk_period * $clk_io_pct] -clock clk0 [all_outputs]
```
**flow/design.v**
```verilog
module shifter
  (
   input 	 clk_i,
   input 	 reset_ni,
   input 	 rigth_left_i,
   input 	 arith_logic_i,
   input 	 write_pulse_i,
   input [3:0] 	 shift_amount_i,
   input [15:0]  data_i,
   output 	 ready_pulse_o,
   output [15:0] data_o
   );
   reg [3:0] 	 bit_counter;
   reg [15:0] 	 data;
   reg 		 ready_pulse;
   always @ ( posedge clk_i or negedge reset_ni )
     begin
        if ( ~reset_ni ) 
 	  begin
	     bit_counter <= 4'b0;
	  end
	else if ( write_pulse_i )
	  begin
	     bit_counter <= shift_amount_i;
	  end
	else if ( bit_counter != 4'b0 )
	  begin
	     bit_counter <= bit_counter - 1'b1;
	  end 
     end 
   always @ ( posedge clk_i or negedge reset_ni )
     begin
        if ( ~reset_ni ) 
 	  begin
	     data <= 16'b0;
	  end
	else if ( write_pulse_i )
	  begin
	     data <= data_i;
	  end
	else if ( bit_counter != 4'b0 )
	  begin
	     if ( rigth_left_i & arith_logic_i )
	       begin
		  data <= {data[15],data[15:1]};
	       end
	     else if ( rigth_left_i )
	       begin
		  data <= {1'b0,data[15:1]};
	       end
	     else
	       begin
		  data <= {data[14:0],1'b0};
	       end 
	  end
     end   
   always @ ( posedge clk_i or negedge reset_ni )
     begin
        if ( ~reset_ni ) 
 	  begin
	     ready_pulse <= 1'b0;
	  end
	else if ( bit_counter == 4'd1 ) 
	  begin 
	     ready_pulse <= 1'b1;
	  end
	else
	  begin
	     ready_pulse <= 1'b0;
	  end 
     end 
   assign ready_pulse_o = ready_pulse;
   assign data_o = data;
endmodule
```
==> impl_metrics.csv <==
group,metric,value,unit
power,power.switching_fraction,0.2865,
setup_path,r2r.worst_path.cells,6,
grt,grt_first_pass_wirelength,5968,um
hold_path,end_point_of_the_worst_hold_path,"data[15]$_DFFE_PN0P_",
final_timing,period_used_share,0.7249,
power,power_frac_comb,0.345,
drt,vias,954,
clock_network,cts_hold_repair.buffers,0,
grt,grt_busiest_layer,"met2",
synth,post_synth_instance_area,1262,um^2
hold_path,whs_path_depth,1,
outcome,run_status,"complete, no violations",
final_timing,grt_setup_unrepaired,"false",
grt,groute.usage.overall,0.05320,
setup_path,critical_path.reg2reg.startpoint,"bit_counter[0]$_DFFE_PN0P_",
clock_network,numClockSinks,21,
drt,drc_errors,0,
synth,synth_top_cell_by_area,"sky130_fd_sc_hd__dfrtp_1",
synth,yosysWarnings,1,
flow_run,warning_count,27,
synth,synthCells,113,
final_timing,slew_viol_final,0,
setup_path,r2r-end,"data[15]$_DFFE_PN0P_",
drt,postRouteWirelength,3718,um
final_timing,hold_violations,0,
placed_design,cell_area_after_placement,1821,um^2
floorplan,core_util_floorplan,0.1310,
clock_network,postCtsResizedCells,0,
setup_path,setup.reg_to_reg.worst_slack,0.96,ns
final_layout,final_cell_mix,"sky130_fd_sc_hd__clkdlybuf4s50_1 (41), sky130_fd_sc_hd__dfrtp_1 (21), sky130_fd_sc_hd__nand2_1 (17)",
setup_path,crit_arrival,2.10,ns
hold_path,timing.hold.worst.class,"reg -> reg",
power,power_density,530.8,nW/um^2
floorplan,die.size.y,119,um
synth,synth.yosys.chip_area,1262,um^2
final_timing,fmax,0.5109,GHz
clock_network,clock_tree.buffer_depth,2,
drt,antenna_violating_nets_post_route,0,
floorplan,number_of_rows_in_the_core_area,36,
synth,synth-cells-yosys,113,
final_layout,ratio_of_cells_with_drive_above_1_in_the_final_layout,0.1613,
drt,first_iter_violations,50,
placed_design,place_worst_setup_slack,0.4690,ns
power,seq_power_share,0.450,
final_timing,finClkSkew,0.004187,ns
setup_path,worst_setup_sp_type,"input port",
drt,routed_via_density,3.313,
grt,grt_overflow,0,
clock_network,h-tree-depth,1,
synth,synthDominantCellAreaShare,0.4163,
final_timing,max-slew-margin-rel,0.7272,
grt,grt.met2_usage,0.09025,
placed_design,placement.io_buffers,41,
final_layout,design_area,1867,um^2
power,ir_worst_vdd,0.0002136,V
grt,grt_antenna_before_repair,0,
grt,maximum_number_of_pins_on_one_net_before_global_route_repair,39,
grt,met3_usage,0.01918,
final_timing,period_minus_slack,1.957,ns
synth,ys_seq_elements,21,
final_timing,setup_viol,0,
clock_network,cts_root_buffer,"sky130_fd_sc_hd__clkbuf_8",
hold_path,hold_path.startpoint,"data[15]$_DFFE_PN0P_",
placed_design,gp_congestion,0.7434,
floorplan,floorplan.die.width,119,um
setup_path,worstSetupPathType,"in -> reg",
final_timing,fin_worst_setup_slack,0.7427,ns
drt,wl_per_instance,12.91,um
drt,antenna_fix_cells,0,
final_layout,area_delta_synth_final,47.87,%
flow_run,max_capacitance_violation_count,0,
setup_path,worst_path_maximum_fanout,38,
setup_path,timing.critical_path.required,2.84,ns
final_timing,fin_hold_ws,0.5397,ns
grt,first_global_vias,1031,
final_layout,layout.cells.most_common,"sky130_fd_sc_hd__clkdlybuf4s50_1",
floorplan,core_region_area,9639,um^2
clock_network,clock.latency.late_pin,0.26,ns
grt,met1_usage,0.06700,
synth,yosys.cell_types.count,24,
power,leakagePower,0.0007647,uW
setup_path,setup.worst_path.end_class,"register",
floorplan,dieArea,14160,um^2
clock_network,clk_pin_slew_worst_paths,0.07,ns
clock_network,post_cts.repair.setup_buffers,0,
final_timing,finalSetupTns,0,ns
clock_network,cts_tree,"built",
synth,synthTopCellsByArea,"sky130_fd_sc_hd__dfrtp_1 (42%), sky130_fd_sc_hd__mux2_4 (12%), sky130_fd_sc_hd__mux2i_1 (12%)",
power,netSwitchingPower,283.9,uW
drt,drt_pass1_iterations,4,
power,cellInternalPower,707.0,uW
final_timing,tightest_slew,0.4074,ns
power,power.share.clock,0.205,
clock_network,cts_made_buffers,3,
synth,synth.yosys.seq_area_share,0.4163,
synth,synth_area_per_cell,11.17,um^2
floorplan,io_pins,42,
## how the worst max path moves through the flow
stage,endpoint,start,slack (ns)
CTS,data[15]$_DFFE_PN0P_,write_pulse_i,0.74
global route,data[15]$_DFFE_PN0P_,write_pulse_i,0.65
finish,data[15]$_DFFE_PN0P_,write_pulse_i,0.74
## flip-flops by register name, indices dropped and copies added, names as in the netlist
name / flops
bit_counter: 4
data: 16
ready_pulse: 1
## cell type report
class                   count  area (um^2)
repair buffers             45        440.4
clock buffers               3        41.29
fillers                  1081         7772
multi-input cells          82        676.9
clock inverters             1        5.005
inverters                   3        11.26
flip-flops and latches     21        525.5
well taps                 133        166.4
## cell usage after synthesis
cell type / n
sky130_fd_sc_hd__o21ai_0: 15
sky130_fd_sc_hd__xnor2_1: 2
sky130_fd_sc_hd__nor3b_2: 1
sky130_fd_sc_hd__buf_4: 2
sky130_fd_sc_hd__a221o_1: 1
sky130_fd_sc_hd__clkbuf_1: 1
sky130_fd_sc_hd__mux2_1: 1
sky130_fd_sc_hd__dfrtp_1: 21
sky130_fd_sc_hd__mux2_4: 10
sky130_fd_sc_hd__nor3_1: 2
sky130_fd_sc_hd__mux2_2: 5
sky130_fd_sc_hd__a22o_1: 1
sky130_fd_sc_hd__inv_1: 3
sky130_fd_sc_hd__a31oi_1: 2
sky130_fd_sc_hd__ha_1: 3
sky130_fd_sc_hd__o31ai_1: 1
sky130_fd_sc_hd__nor3b_1: 2
sky130_fd_sc_hd__buf_2: 3
sky130_fd_sc_hd__buf_8: 1
sky130_fd_sc_hd__nand3b_1: 1
sky130_fd_sc_hd__nor2_1: 2
sky130_fd_sc_hd__mux2i_1: 15
sky130_fd_sc_hd__nand2_1: 17
sky130_fd_sc_hd__nor4b_4: 1
## critical path, cell delays in order
cell and delay (ns):
sky130_fd_sc_hd__clkdlybuf4s50_1 0.53, sky130_fd_sc_hd__buf_4 0.34, sky130_fd_sc_hd__inv_1 0.16, sky130_fd_sc_hd__a31oi_1 0.18, sky130_fd_sc_hd__mux2_1 0.34
## cell families after synthesis
family / Yosys count / share of synthesized area
muxes: 31 / 0.2914
and+or+nand+nor: 26 / 0.1110
DFF: 21 / 0.4163
AOI/OAI and AO/OA: 20 / 0.09019
buffers and inverters: 10 / 0.04756
adders and majority gates: 3 / 0.02974
xor gates and xnor gates: 2 / 0.01388
## through the flow
step / total power, uW / std cells / util
after detailed placement: 805.4 / 284 / 0.1889
final: 990.9 / 288 / 0.1937
after global placement: 804.0 / 284 / 0.1889
after CTS: 1014 / 288 / 0.1937
after floorplan: 618.9 / 113 / -
after global routing: 1075 / 288 / 0.1937
## power groups by stage
| stage | clock network, uW | logic (uW) | registers (uW) |
|---|---|---|---|
| global route | 230 | 383 | 461 |
| finish | 203 | 342 | 446 |
| CTS | 213 | 352 | 448 |
## per-layer routing
metal  share of wire  vias up
met5               0        -
met4          0.0030        0
met3           0.065        2
met2            0.51       31
met1            0.42      440
li1                -      481
Power is estimated from default activity; no workload was simulated.
