[/design/flow/config.mk]
export PLATFORM = sky130hd
export DESIGN_NAME = registers_32x32
export DESIGN_NICKNAME = registers_32x32
export VERILOG_FILES = /design/flow/design.v
export SDC_FILE = /design/flow/constraint.sdc
export NUM_CORES = 4
export LEC_CHECK = 1
export CORE_UTILIZATION = 40
[/design/flow/design.v]
module mux32
  (
   input [4:0] sel_i,
   input [31:0] data_i,
   output data_o
   );
   genvar i;
   wire [1:0] data_mux16_w;
   wire       data_mux32_w;
   assign data_mux32_w = (sel_i[4]) ? data_mux16_w[1] : data_mux16_w[0];
   assign data_o = data_mux32_w;
generate
   for(i=0;i<2;i=i+1)
     begin : mux16
	mux16 mux16
	 (
	  .sel_i(sel_i[3:0]),
	  .data_i(data_i[(i*16+15)-:16]),
	  .data_o(data_mux16_w[i])
	  );
     end 
endgenerate  
endmodule
module mux16
  (
   input [3:0] 	sel_i,
   input [15:0] data_i,
   output 	data_o
   );
   genvar 	i;
   wire [3:0] 	data_mux4_w;
   wire [1:0] 	data_mux8_w;
   wire 	data_mux16_w;
   assign data_mux8_w[0] = (sel_i[2]) ? data_mux4_w[1] : data_mux4_w[0];
   assign data_mux8_w[1] = (sel_i[2]) ? data_mux4_w[3] : data_mux4_w[2];
   assign data_mux16_w = (sel_i[3]) ? data_mux8_w[1] : data_mux8_w[0];
generate
   for(i=0;i<4;i=i+1)
     begin : mux4
	mux4 mux4
	 (
	  .sel_i(sel_i[1:0]),
	  .data_i(data_i[(i*4+3)-:4]),
	  .data_o(data_mux4_w[i])
	  );
     end 
endgenerate
   assign data_o = data_mux16_w;
endmodule
module mux4
  (
   input [1:0] sel_i,
   input [3:0] data_i,
   output data_o
   );
   reg 	  data_v;
   always @(*)
     case(sel_i)
       2'b00 : data_v = data_i[0];
       2'b01 : data_v = data_i[1];
       2'b10 : data_v = data_i[2];
       2'b11 : data_v = data_i[3];
     endcase
   assign data_o = data_v;
endmodule
module registers_32x32
  (
   input       clk_i,
   input       reset_ni,
   input       write_enable_i,
   input [4:0] register_addr_a_i,
   input [4:0] register_addr_b_i,
   input [4:0] register_write_i,
   input [31:0] write_data_i,
   output [31:0] read_data_a_o,
   output [31:0] read_data_b_o
   );
   integer 	 i;
   wire [4:0] 	 enable_data_w;
   reg 		 enable_register_v [1:31];
   reg [31:0] 	 register [1:31];
   assign enable_data_w = register_write_i & {5{write_enable_i}};
   always @(*)
     begin
	for(i=1;i<32;i=i+1)
	  begin
	     enable_register_v[i] = 1'b0;
	  end
	for(i=1;i<32;i=i+1)
	  begin
	     if (enable_data_w == i) enable_register_v[i] = 1'b1;
	  end 
     end 
   always @(posedge clk_i or negedge reset_ni)
     begin
	if (!reset_ni)
	  for(i=1;i<32;i=i+1)
	    begin
	       register[i] <= 32'b0;
	    end
	else
	  for(i=1;i<32;i=i+1)
	    begin
	       if (enable_register_v[i])
		 begin
		    register[i] <= write_data_i;
		 end
	    end 
     end 
   wire [31:0] decoded_read_a_data_w;
   wire [31:0] decoded_read_b_data_w;
   genvar      j;
generate
   for(j=0;j<32;j=j+1)
     begin : multiplexer
	mux32 mux32_a
	 (
	  .sel_i(register_addr_a_i),
	  .data_i({register[31][j],
		   register[30][j],
		   register[29][j],
		   register[28][j],
		   register[27][j],
		   register[26][j],
		   register[25][j],
		   register[24][j],
		   register[23][j],
		   register[22][j],
		   register[21][j],
		   register[20][j],
		   register[19][j],
		   register[18][j],
		   register[17][j],
		   register[16][j],
		   register[15][j],
		   register[14][j],
		   register[13][j],
		   register[12][j],
		   register[11][j],
		   register[10][j],
		   register[9][j],
		   register[8][j],
		   register[7][j],
		   register[6][j],
		   register[5][j],
		   register[4][j],
		   register[3][j],
		   register[2][j],
		   register[1][j],
		   1'b0}),
	  .data_o(decoded_read_a_data_w[j])
	  );
	mux32 mux32_b
	 (
	  .sel_i(register_addr_b_i),
	  .data_i({register[31][j],
		   register[30][j],
		   register[29][j],
		   register[28][j],
		   register[27][j],
		   register[26][j],
		   register[25][j],
		   register[24][j],
		   register[23][j],
		   register[22][j],
		   register[21][j],
		   register[20][j],
		   register[19][j],
		   register[18][j],
		   register[17][j],
		   register[16][j],
		   register[15][j],
		   register[14][j],
		   register[13][j],
		   register[12][j],
		   register[11][j],
		   register[10][j],
		   register[9][j],
		   register[8][j],
		   register[7][j],
		   register[6][j],
		   register[5][j],
		   register[4][j],
		   register[3][j],
		   register[2][j],
		   register[1][j],
		   1'b0}),
	  .data_o(decoded_read_b_data_w[j])
	  );
     end 
endgenerate 
   assign read_data_a_o = decoded_read_a_data_w;
   assign read_data_b_o = decoded_read_b_data_w;
endmodule 
[/design/flow/constraint.sdc]
current_design registers_32x32

set clk_period 19.6
set clk_io_pct 0.2

create_clock -name clk0 -period $clk_period [get_ports {clk_i}]

set non_clock_inputs [all_inputs -no_clocks]
set_input_delay [expr $clk_period * $clk_io_pct] -clock clk0 $non_clock_inputs
set_output_delay [expr $clk_period * $clk_io_pct] -clock clk0 [all_outputs]
[/design/flow/run.sh]
#!/bin/bash
# OpenROAD 26Q1-2900-gdf79404cd8, Yosys 0.63+post, stock flow scripts
make -C /OpenROAD-flow-scripts/flow DESIGN_CONFIG=/design/flow/config.mk WORK_HOME=/design/flow/orfs finish
==> notes.md <==
Results of the full flow below.

Synth:
- The run puts the share of async-settable or async-resettable flops after synthesis at 100%.
- Sorting the synthesized cells by area gives the leading types as dfrtp_1 44%, mux2_2 28%, mux4_2 6.5%, mux2i_1 2.8%, buf_4 1.6%.
- After synthesis, flip-flops and latches occupy 44.4% of the total area.
- Yosys stat counts 4,209 cells in the synthesized netlist.
- Synthesis produced 4,209 cells.
- The run puts the post-synth tally of flip-flops with integrated enable at 0.
- Of all cell types, the one taking the most synthesized area is dfrtp_1.
- The run gives the area fraction of the dominant cell type after synthesis as 44.4%.
- The commonest cells after synthesis are 1,395 x mux2_2, 992 x dfrtp_1, 216 x clkbuf_1, 161 x mux4_2, 158 x mux2i_1.
- Per the post-synthesis stats, the area per cell is 13.3 sq um.
- The most common cell in the synthesized netlist is mux2_2.
- The run puts the tally of unique sky130hd cells used after synthesis at 59.
- The run gives the synthesized area as 0.0559 sq mm.
- Yosys reports a chip area of 0.0559 sq mm.
- The run puts the synthesized flop and latch total at 992.
- Post-synth the commonest register cell is dfrtp_1.
- The run gives the count of yosys warnings during synthesis as 4.

Clock tree:
- After clock tree synthesis, the setup repair step added 0 buffers.
- The run gives the number of gates given a new drive strength after cts as 0.
- The run gives the clock root buffer as clkbuf_16.
- The run gives the number of CTS-inserted buffers as 110.
- The run puts the clock net sink count at 992.
- The post-CTS hold buffer count recorded in the log is 0.
- Per the post-CTS timing run, clock transition at the registers of the reported paths is 0.06 ns.
- The skew report gives the latency at the later pin of the worst-skew pair as 0.73 ns.
- The run gives the clock tree buffer depth as 3.
- The run puts the maximum level of the CTS H-tree at 3.
- The run gives the clock tree from TritonCTS as done.

Detailed routing:
- For this block, the routed nets add up to 178 mm of wire.
- The run gives the first-pass iteration count of the detailed router as 7.
- The run puts the initial DRC count at 2,354.
- The run gives the routed wirelength normalized by instance count as 29.6 microns.
- The run puts the number of remaining DRC errors at 0.
- The run gives the total number of vias as 37.1k.
- The count of nets left with antenna violations once routing finished came out at 0.
- The run puts the average vias per placed instance at 6.15.

Critical path:
- On the critical path the largest part of the delay comes from buffers and inverters.
- The run gives the critical path start-end classification as primary input to output pin.
- The run gives the arrival time reported for the critical path endpoint as 8.05 ns.
- The worst setup path is launched from a primary input.
- The longest incremental delay of any stage on the critical path is reported as 0.72 ns.
- The run gives the type of destination of the critical path as an output pin.
- Along the critical path, the tally of buffer and inverter instances is 5.
- The run gives the biggest fanout along the worst timing path as 82.
- Among the stages of the critical path, the cell type that occurs most often is buf_4.
- Traced cell by cell, the critical path runs through buf_8 -> buf_4 -> buf_4 -> buf_4 -> mux4_2 -> o22ai_1 -> nor4_1 -> o211a_1 -> clkdlybuf4s50_1.
- The run gives the critical path's slowest cell as buf_4.
- For the worst setup path, the data required time is 15.68 ns.

STA:
- The run puts the final worst slack at 7.63 ns.
- In the final run the clock tree shows a worst skew of 0 ns.
- The run puts the setup-violating endpoint count in the final report at 0.
- The run puts the aggregate negative setup slack at 0 ns.
- The run puts the fraction of the cycle the final worst path needs at 61.1%.
- The run puts the final hold violation count at 0.
- The run puts the highest clock rate at 0.0835 GHz.
- For the pin with the worst max-slew slack, the measured transition is 0.879 ns.
- The run puts the minimum clock period at 11.97 ns.
- The run puts the number of max-slew violations in the final report at 0.
- The run gives the worst max-slew margin expressed relative to the limit as 41.2%.
- Setup repair after global routing left no endpoint under its margin.

Layout:
- The run puts the sequential cell area at 0.0248 sq mm.
- The register with the most flip-flops in the layout has 992 of them.
- The run gives the proportion of layout cells with a drive suffix above 1 as 47.5%.
- The layout has 12.4k filler cells.
- The run gives the final core utilization as 44.7%.
- The registers reported with the highest flop counts are register: 992 flops.
- From synthesis to final layout, the design area changed by 10.5%.
- The run gives the total area of multi-input combinational cells as 0.0285 sq mm.
- The run gives the register with the most flip-flops as register.

GRT:
- The global routing stage identified its most utilized layer as met2.
- The run puts the maximum number of pins on one net before global-route repair at 102.
- The run puts the initial antenna violation count at 10.
- On met1, the global router reports a usage of 38.1%.
- The run gives the remaining global-route overflow as 0.
- The run gives the met2 demand-to-capacity share in global routing as 39.3%.
- The run gives the wire length of the first global-routing pass as 264 mm.
- Routing resource usage on met3 recorded by global route was 9.93%.
- The number of global-route vias before repair came to 37.7k.
- The run gives the global routing usage summed across all routing layers as 26.5%.

Place:
- Logged for this run, the post-placement worst setup slack is 7.66 ns.
- Routability-driven placement finished with a final weighted congestion of 0.887.
- The run gives the number of buffers inserted by port buffering as 113.
- The run gives the estimated wirelength of the detail-placed design as 105 mm.

Floorplan:
- The report lists the number of standard-cell rows as 136.
- The run puts the height of the die at 376 microns.
- According to the I/O placement log, the pin count is 114.
- The run puts the die width at 376 microns.
- The run puts the area of the chip at 0.141 sq mm.
- The run puts the initial core utilization at 40.5%.
- The run gives the area of the core as 0.138 sq mm.

Power and ir drop:
- In this run the VDD rail shows a maximum IR drop of 0.0000697 V.
- The run gives the power density normalized to cell area as 96.2 mW/mm^2.
- For this design the static power due to leakage is 27.1 nW.

Min path:
- The run gives the kind of path behind the tightest hold check as register to register.

Status:
- The run finished with clean final reports.

Flow run:
- The tool flagged a number of max-cap violations equal to 0.
- The run puts the tool warning count at 28.
==> cells by family after synthesis <==
kind of cell           count (synthesis)  synth area share (%)
AND/OR/NAND/NOR                      296                  3.45
multiplexers                        1761                  38.3
AND-OR/OR-AND                        641                  8.82
buffers and inverters                519                  5.01
flip-flops                           992                  44.4
==> routing by layer <==
metal,vias to the layer above,share of wire [%]
met5,-,0.071
met4,10,3.0
met3,307,9.8
met2,1391,46
met1,19516,42
li1,15858,-
==> per-stage QoR <==
stage               area [sq um]  hold WS (ns)  instances  power [mW]
CTS                        61800         0.499       6028        5.98
global placement           58000         0.477       5823        3.76
floorplan                  55900         0.463       4209        3.46
finish                     61800         0.494       6030        5.95
global route               61800         0.520       6029        6.20
detailed placement         58000         0.485       5823        3.78
==> power by group <==
| group | switching, mW | total [mW] | leakage [nW] | internal [mW] |
|---|---|---|---|---|
| sequential | 0.248 | 2.64 | 12.8 | 2.39 |
| clock | 0.895 | 2.19 | 1.89 | 1.29 |
| combinational | 0.461 | 1.12 | 12.4 | 0.656 |
==> area by class of cell <==
class	count	share of cell area (%)
well taps	1863	3.77
diodes	2	0.00810
multi-input cells	2698	46.1
clock buffers	153	5.19
flip-flops and latches	992	40.2
clock inverters	52	0.959
inverters	1	0.00607
repair buffers	269	3.78
==> worst paths after layout <==
kind                                              startpoint                      endpoint  slack [ns]  cells after the start
worst max-delay path                    register_addr_a_i[0]              read_data_a_o[9]        7.63                      9
worst min-delay path            register[11][29]$_DFFE_PN0N_  register[11][29]$_DFFE_PN0N_        0.49                      1
worst max register to register  register[27][27]$_DFFE_PN0N_  register[27][27]$_DFFE_PN0N_       18.78                      1
worst min register to register  register[11][29]$_DFFE_PN0N_  register[11][29]$_DFFE_PN0N_        0.49                      1
max in group asynchronous                           reset_ni  register[19][30]$_DFFE_PN0N_       12.78                      6
min in group asynchronous                           reset_ni  register[11][13]$_DFFE_PN0N_        3.15                      1
==> layout by cell type, fill, tap and decap left out, drive strengths merged, types with 3 or more instances in the layout <==
cell type      count
nor2b             65
o21ai             65
dfrtp            992
clkbuf           154
buf              162
mux2            1442
and4bb             3
nor4              64
clkdlybuf4s50    106
o221ai            95
o211a             63
mux2i            158
a221oi            64
nor2              47
a221o             31
nand2             19
nand3b             3
clkinv            31
nand2b            66
nand4b             5
inv                6
clkinvlp           4
a21boi            32
a211oi            62
bufinv            12
nand4bb            3
o22ai            127
mux4             161
o211ai            65
a22oi             31
Power figures rest on the tool's default switching activity, not on a simulated workload.
